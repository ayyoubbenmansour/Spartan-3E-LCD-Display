$ cat design/flow/constraint.sdc
current_design LCD_Verilog

set clk_period 4.8
set clk_io_pct 0.2

create_clock -name clk0 -period $clk_period [get_ports {clk}]

set non_clock_inputs [all_inputs -no_clocks]
set_input_delay [expr $clk_period * $clk_io_pct] -clock clk0 $non_clock_inputs
set_output_delay [expr $clk_period * $clk_io_pct] -clock clk0 [all_outputs]
$ cat design/flow/config.mk
export PLATFORM = sky130hd
export DESIGN_NAME = LCD_Verilog
export DESIGN_NICKNAME = LCD_Verilog
export VERILOG_FILES = /design/flow/design.v
export SDC_FILE = /design/flow/constraint.sdc
export NUM_CORES = 4
export LEC_CHECK = 1
export CORE_UTILIZATION = 30
$ cat design/flow/run.sh
#!/bin/bash
# OpenROAD 26Q1-2900-gdf79404cd8, Yosys 0.63+post, stock flow scripts
make -C /OpenROAD-flow-scripts/flow DESIGN_CONFIG=/design/flow/config.mk WORK_HOME=/design/flow/orfs finish
$ cat design/flow/design.v
`timescale 1ns / 1ps
module LCD_Verilog( clk, sf_e, e, rs, rw, db_4, db_3, db_2, db_1 );
	(* LOC = "C9" *) input clk;  
	(* LOC = "D16" *) output reg sf_e;  
	(* LOC = "M18" *) output reg e;  
	(* LOC = "L18" *) output reg rs;  
	(* LOC = "L17" *) output reg rw;  
	(* LOC = "M15" *) output reg db_4;  
	(* LOC = "P17" *) output reg db_3;  
	(* LOC = "R16" *) output reg db_2;  
	(* LOC = "R15" *) output reg db_1;  
	reg [ 26 : 0 ] count = 0;	 
	reg [ 5 : 0 ] code;			 
	reg refresh;	
	always @ (posedge clk) begin
		count <= count +1;
		case ( count[ 26 : 21 ] )	 
			0: code <= 6'h03;			 
			1: code <= 6'h03;			 
			2: code <= 6'h03;			 
			3: code <= 6'h02;			 
			4: code <= 6'h02;			 
			5: code <= 6'h08;			 
			6: code <= 6'h00; 			 
			7: code <= 6'h06;			 
			8: code <= 6'h00;			 
			9: code <= 6'h0C;			 
			10: code <= 6'h00;			 
			11: code <= 6'h01;			 
			12: code <= 6'h25;		 
			13: code <= 6'h23;		 
			14: code <= 6'h25;		 
			15: code <= 6'h23;		 
			16: code <= 6'h24;		 
			17: code <= 6'h25;		 
			18: code <= 6'b001100;	 
			19: code <= 6'b000000;	 
			20: code <= 6'h24;		 
			21: code <= 6'h25;		 
			22: code <= 6'h24;		 
			23: code <= 6'h2E;		 
			24: code <= 6'h25;		 
			25: code <= 6'h23;		 
			26: code <= 6'h24;		 
			27: code <= 6'h29;		 
			28: code <= 6'h24;		 
			29: code <= 6'h21;		 
			30: code <= 6'h25;		 
			31: code <= 6'h23;		 
			default: code <= 6'h10;	 
		endcase
		refresh <= count[ 20 ];  
		sf_e <= 1;
		{ e, rs, rw, db_4, db_3, db_2, db_1 } <= { refresh, code };
	end  
endmodule
==> datasheet_impl.txt <==
Implementation parameters

Parameter                              Value

Run status
  Result of the run    finished, final reports clean

Floorplan
  Count of pins on the block boundary    9
  FP Util    31.4%
  Core outline area    5140 sq um
  Num rows    26
  Die Area    5680 sq um
  Die height    75.4 um
  Width of the chip    75.4 um

Clocking
  Total clock buffers created by CTS    5
  H-tree levels    2
  Post-CTS setup-driven buffer insertion count    0
  TritonCTS clock tree    done
  Post-CTS Hold Buffers    0
  Clock insertion delay at the later pin of the skew report    0.28 ns
  Buffer levels on the longest clock path    2
  Number of clock sinks    41
  Number of cells upsized or downsized after cts    0
  Root cell of the clock tree    sky130_fd_sc_hd__clkbuf_8
  Register clock-pin slew on the reported worst setup and hold paths    0.07 ns

Flow run
  Number of OpenROAD warnings    30
  Max-capacitance violation count    0

Critical path
  Kind of cell with the highest combined delay on the critical path    buffers and inverters
  Critical path required time    3.84 ns
  Slowest-stage cell, CP    sky130_fd_sc_hd__clkdlybuf4s50_1
  Crit Path Category    flop to output port
  Critical Path Sink Type    output port
  CP max FO    1
  CP Cell Sequence    clkdlybuf4s50_1
  Bufs and invs on worst path    1
  Longest individual stage delay on the worst path    0.45 ns
  CP Launch Type    flop
  Signal arrival time at the worst endpoint    1.03 ns

Detailed routing
  Antenna-violating nets left    0
  Post-route DRC    0
  Via density per instance    4.35
  Final wirelength    2160 um
  Per-cell routed wire length    9.23 um
  Number of iterations in the first detailed-routing pass    4
  Vias post-DR    1017
  Number of design-rule violations left by the first detailed-router iteration    85
  Number of antenna diodes    0

Cells and area
  Filler instances    530
  Area added between synthesis and finish    16.4%
  Proportion of layout cells with a drive suffix above 1    9.15%
  Gate Area    747 sq um
  Finished Core Util    36.5%
  FF/Latch Area    821 sq um

STA
  Part of the cycle the worst path needs    41.5%
  Final setup vio count    0
  RSZ-0062 raised after global routing    false
  Setup total negative slack    0 ns
  Min Tclk post-route    1.99 ns
  Number of slew-limit violations in the final report    0
  Worst clock skew    0.00387 ns
  Post-route worst setup slack    2.81 ns
  Final tally of hold violations    0
  Max-Slew Margin vs Limit    64.4%
  Slew at the pin closest to its max-slew limit    0.533 ns
  Min Hold Slack    0.328 ns
  Achievable frequency    502 MHz

GRT
  Met2 demand-to-capacity share in global routing    14.2%
  Met1 track utilization from global routing    14.7%
  Aggregate global routing overflow    0
  Number of antenna violations at the first check in global routing    0
  Pin count of the biggest net entering global routing    19
  Via count of the first global-routing pass    927
  Wire length of the first global-routing pass    4170 um
  Met3 Usage GRT    2.68%
  Global-route total usage across every layer    9.54%
  Most used routing layer in global routing    met1

Place
  HPWL after detailed placement    1420 um
  GPL Wtd Cong    0.760
  Worst Setup Slack post-DPL    3.11 ns
  Number of buffers inserted by port buffering    7

Pwr
  Maximum vdd drop    0.000127 V
  Leakage    0.699 nW
  Sum of internal, switching and leakage power    0.000657 W
  Power density relative to cell area    350 nW/um^2

Logic synthesis
  Post-Syn Area per Cell    10.5 sq um
  Cell area after synthesis    1610 sq um
  Number of standard cells after synthesis    154
  Number of enable-type register cells in the synthesized netlist    0
  Cell count listed in synth_stat.txt    154
  Fraction of synthesis flops using an asynchronous set or reset pin    0%
  Synth cell types    35
  Synthesis-stage register bit count    41
  Portion of the post-synthesis area used by sequential elements    50.9%
  Yosys synthesis chip area    1610 sq um
  Most used DFF post-synth    sky130_fd_sc_hd__dfxtp_1
  Total number of yosys warnings    1

Worst hold path
  Worst min-delay path category    flop to flop
==> stage by stage <==
step / std cells / cell area [sq um]
6_report: 234 / 1880
5_1_grt: 234 / 1880
4_1_cts: 234 / 1880
3_5_place_dp: 226 / 1740
3_3_place_gp: 226 / 1740
2_1_floorplan: 154 / 1610
==> worst paths after layout <==
check                           startpoint      end  slack, ns  depth (start not counted)
worst max-delay path                  db_2     db_2       2.81                          1
worst min-delay path               code[4]       rw       0.33                          0
worst max register to register   count[21]  code[0]       3.18                          6
worst min register to register     code[4]       rw       0.33                          0
==> power by group <==
group | leakage [nW] | internal, W | total [W] | switching [W]
sequential | 0.330 | 0.000340 | 0.000340 | 0
clock | 0.0681 | 0.000206 | 0.000317 | 0.000111
combinational | 0.301 | 0 | 0.0000000138 | 0.0000000135
==> flip-flops by register name, indices dropped and copies added, names as in the netlist <==
register	count
code	6
e	1
rw	1
db_1	1
db_4	1
db_3	1
rs	1
refresh	1
db_2	1
count	27
==> synthesized netlist by cell type (2+ instances only) <==
| library cell | instances | share of area [%] |
|---|---|---|
| sky130_fd_sc_hd__a21oi_1 | 3 | 0.93 |
| sky130_fd_sc_hd__and3_1 | 4 | 1.6 |
| sky130_fd_sc_hd__buf_2 | 4 | 1.2 |
| sky130_fd_sc_hd__dfxtp_1 | 41 | 51 |
| sky130_fd_sc_hd__ha_1 | 7 | 5.4 |
| sky130_fd_sc_hd__inv_1 | 5 | 1.2 |
| sky130_fd_sc_hd__nand2_1 | 11 | 2.6 |
| sky130_fd_sc_hd__nand3_1 | 10 | 3.1 |
| sky130_fd_sc_hd__nand3b_1 | 2 | 0.93 |
| sky130_fd_sc_hd__nand4_1 | 9 | 3.5 |
| sky130_fd_sc_hd__nor2_1 | 8 | 1.9 |
| sky130_fd_sc_hd__nor2b_1 | 2 | 0.78 |
| sky130_fd_sc_hd__o21ai_0 | 3 | 0.93 |
| sky130_fd_sc_hd__xnor2_1 | 20 | 11 |
| sky130_fd_sc_hd__xor2_1 | 5 | 2.7 |
==> layout make-up <==
| cell class | instances | area share [%] |
|---|---|---|
| timing repair buffer | 7 | 3.73 |
| sequential | 41 | 43.7 |
| inverter | 5 | 0.999 |
| clock inverter | 3 | 3.46 |
| clock buffer | 5 | 3.66 |
| tap | 70 | 4.66 |
| multi-input combinational | 103 | 39.8 |
==> layout by cell type (no fill, tap or decap), types with 2 or more instances in the layout <==
cell type                         count
sky130_fd_sc_hd__a21oi_1              3
sky130_fd_sc_hd__and3_1               4
sky130_fd_sc_hd__bufinv_16            2
sky130_fd_sc_hd__clkbuf_8             5
sky130_fd_sc_hd__clkdlybuf4s50_1      7
sky130_fd_sc_hd__dfxtp_1             41
sky130_fd_sc_hd__ha_1                 7
sky130_fd_sc_hd__inv_1                5
sky130_fd_sc_hd__nand2_1             11
sky130_fd_sc_hd__nand3_1             10
sky130_fd_sc_hd__nand3b_1             2
sky130_fd_sc_hd__nand4_1              9
sky130_fd_sc_hd__nor2_1               8
sky130_fd_sc_hd__nor2b_1              2
sky130_fd_sc_hd__o21ai_0              3
sky130_fd_sc_hd__xnor2_1             20
sky130_fd_sc_hd__xor2_1               5
==> layer usage <==
| metal | vias up | wire (um) |
|---|---|---|
| met3 | 4 | 100 |
| met5 | - | 0 |
| met1 | 457 | 1160 |
| met4 | 0 | 21 |
| li1 | 543 | - |
| met2 | 13 | 881 |
==> cell families after synthesis <==
| kind of cell | count (synthesis) | synth area share (%) |
|---|---|---|
| AND/OR/NAND/NOR | 55 | 20.3 |
| other | 1 | 0.232 |
| XOR/XNOR | 25 | 13.6 |
| buffers and inverters | 10 | 2.87 |
| adder cells (fa/ha/maj) | 7 | 5.43 |
| flip-flops | 41 | 50.9 |
| multiplexers | 1 | 0.698 |
| AND-OR/OR-AND | 14 | 6.05 |
No activity file was given, so power comes from the tool's default toggle rates.
